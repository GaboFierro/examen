`design/flow/config.mk`:
```
export PLATFORM = sky130hd
export DESIGN_NAME = Decodificador_BCD
export DESIGN_NICKNAME = Decodificador_BCD
export VERILOG_FILES = /design/flow/design.v
export SDC_FILE = /design/flow/constraint.sdc
export NUM_CORES = 4
export LEC_CHECK = 1
export CORE_AREA = 10 10 82 82
export DIE_AREA = 0 0 92 92
```
`design/flow/run.sh`:
```
#!/bin/bash
# OpenROAD 26Q1-2900-gdf79404cd8, Yosys 0.63+post, stock flow scripts
make -C /OpenROAD-flow-scripts/flow DESIGN_CONFIG=/design/flow/config.mk WORK_HOME=/design/flow/orfs finish
```
`design/flow/constraint.sdc`:
```
current_design Decodificador_BCD

set clk_period 4.5
set clk_io_pct 0.2

create_clock -name clk0 -period $clk_period

set non_clock_inputs [all_inputs -no_clocks]
set_input_delay [expr $clk_period * $clk_io_pct] -clock clk0 $non_clock_inputs
set_output_delay [expr $clk_period * $clk_io_pct] -clock clk0 [all_outputs]
```
`design/flow/design.v`:
```
module Decoder (
    input wire [3:0] decoder_in,
    output reg [6:0] decoder_out
);
    always @(decoder_in) 
    begin
        case (decoder_in)
            4'h0: decoder_out = 7'b1000000;  
            4'h1: decoder_out = 7'b1111001;  
            4'h2: decoder_out = 7'b0100100;  
            4'h3: decoder_out = 7'b0110000;  
            4'h4: decoder_out = 7'b0011001;  
            4'h5: decoder_out = 7'b0010010;  
            4'h6: decoder_out = 7'b0000010;  
            4'h7: decoder_out = 7'b1111000;  
            4'h8: decoder_out = 7'b0000000;  
            4'h9: decoder_out = 7'b0010000;  
            4'hA: decoder_out = 7'b0001000;  
            4'hB: decoder_out = 7'b0000011;  
            4'hC: decoder_out = 7'b1000110;  
            4'hD: decoder_out = 7'b0100001;  
            4'hE: decoder_out = 7'b0000110;  
            4'hF: decoder_out = 7'b0001110;  
            default: decoder_out = 7'b1111111;  
        endcase
    end
endmodule
module Decodificador_BCD #(
      parameter IN = 7,
    parameter S = 7
)(
    input [IN-1:0] bcd_in,
    output [0:S-1] bcd_out1, bcd_out2
);
    wire [7:0] unidades, decenas;
    assign unidades = bcd_in % 10;
    assign decenas = (bcd_in %100) /10;
Decoder D1(
    .decoder_in(unidades),
    .decoder_out(bcd_out1)
);
Decoder D2(
    .decoder_in(decenas),
    .decoder_out(bcd_out2)
);  
endmodule
```
==> impl_metrics.tcl <==
# flow metrics
set metrics [dict create \
    die_h_um 92 \
    tool_warnings 41 \
    netSwitchingFraction_pct 43.5 \
    synth_area_leader_cell "ha_1" \
    yosysWarnings 3 \
    wl_mm 6.14 \
    p_int_mw 0.324 \
    chipArea_um2 8460 \
    final_cell_mix "buf_4 (111), nor2_1 (19), buf_6 (19)" \
    cp_cell_sequence "buf_6 > nor2_4 > inv_2 > ha_4 > buf_6 > a2111oi_4 > or3b_4 > nand2_4 > o21ai_1 > a21oi_2 > ha_4 > nor2_1 > a211o_1 > o311ai_4 > o31ai_4 > buf_4 > buf_6 > or3_1 > o211a_1 > buf_2" \
    ff_count 0 \
    critPathLaunchType "input port" \
    power_density_nw_per_um2 184 \
    period_used_pct 107 \
    max_cap_viol_count 0 \
    ys_types 64 \
    grt_max_degree 23 \
    setup_viol 12 \
    wl_per_cell_um 14.1 \
    slew_violations 0 \
    tightestPinTransition_ns 0.701 \
    track_usage_pct 12.7 \
    nFillCells 434 \
    antenna_cells 0 \
    ys_seq_share_pct 0 \
    pwr-share-seq_pct 0 \
    worstPathArrival_ns 3.91 \
    grt_pass1_wl_mm 9.72 \
    syn_inst 235 \
    post-route-min-period_ns 4.81 \
    ir_drop_uv 101 \
    p_sw_mw 0.249 \
    fin_util_pct 61.5 \
    fin_area_um2 3120 \
    rows 26 \
    ios 21 \
    avgSynthCellArea_um2 6.66 \
    ant_nets 0 \
    hold_buffers 0 \
    die_w_um 92 \
    regArea_um2 0 \
    fmax_mhz 208 \
    rsz0062_at_grt "yes" \
    synthesis.area_um2 1560 \
    drtIter0Drc 178 \
    grt_pass1_vias 2185 \
    top_cell_area_share_pct 9.60 \
    clkPwrFrac_pct 0 \
    fp_util_pct 30.8 \
    crit_top_cell "buf_6" \
    coreArea_um2 5070 \
    via_per_inst 5.30 \
    critPathMaxStageDelay_ns 0.45 \
    setup_tns_ns -1.91 \
    cpMaxStageDelayCell "or3b_4" \
    yosys_cells 235 \
    postPlaceCellArea_um2 2440 \
    num_vias 2318 \
    port_buffers 21 \
    path_max_fanout 6 \
    slew_headroom_pct 53.2 \
    antenna_found_initial 0 \
    gp_congestion 0.899 \
    setup_slack_ns -0.309 \
    hpwl_mm 3.84 \
    crit_required_ns 3.60 \
    leakagePower_nw 1.41 \
    hold_violations 0 \
    cp-end-kind "output port" \
    clock_buffers 0 \
    grt.overflow.total 0 \
    total_power_mw 0.573 \
    top_cells_by_area "ha_1 (9.6%), nand2_1 (6.2%), nor2_1 (6.0%), a21oi_1 (5.1%), mux2i_1 (4.5%)" \
    status "complete, but fails checks" \
    pwr-share-comb_pct 100.0 \
    comb_area_um2 1820 \
    violations "negative setup slack" \
    drive_gt1_share_pct 59.7 \
    crit_type "in2out" \
    min_path_type "in2out" \
    drtPass1Iterations 4 \
    drcViolationCount 0 \
    yosys_area_um2 1560 \
    final_common_cell "buf_4" \
    syn2layout_area_growth_pct 99.6 \
]
-- power by group through the flow --
stage | clock network [mW] | logic (mW) | registers (mW)
4_1_cts | 0 | 0.492 | 0
5_1_grt | 0 | 0.620 | 0
6_report | 0 | 0.573 | 0
-- logic make-up (layout without fill, tap and decap cells) --
kind of cell	after synthesis	count (layout)	share of synthesized area, %
XOR/XNOR	2	2	1.12
multiplexers	9	9	5.92
buffers and inverters	29	161	10.6
AND-OR/OR-AND	85	85	41.4
AND/OR/NAND/NOR	97	97	30.8
adder cells (fa/ha/maj)	13	13	10.2
-- worst max-delay path, delay by kind of cell --
| kind | cells | cell delay, ns |
|---|---|---|
| simple gates | 5 | 0.99 |
| compound gates | 7 | 0.93 |
| buf+inv | 6 | 0.64 |
| fa+ha+maj | 2 | 0.44 |
-- cells in the mapped netlist (all sizes together) (7+ instances only) --
cell    number
buf         14
a21oi       16
o21ai       14
o31ai        8
nor2        25
nand3       11
inv         12
ha          12
nand2       26
nand2b      10
mux2i        7
nor3        10
-- layer usage --
layer	global-route usage, %	up-vias	routed length [um]
met5	0	-	0
met4	0.900	0	10
met3	0.577	2	211
met2	21.5	50	2870
met1	18.2	1107	3050
li1	-	1159	-
-- worst paths after layout --
| check | startpoint | endpoint | cells after the start |
|---|---|---|---|
| hold / removal | bcd_in[3] | bcd_out2[5] | 6 |
| setup / recovery | bcd_in[5] | bcd_out1[6] | 20 |
-- per-stage QoR --
step | setup WS [ns] | instances | hold slack [ns]
after global placement | -0.975 | 395 | 2.94
final | -0.309 | 437 | 2.68
after floorplan | -0.0145 | 235 | 1.94
after detailed placement | -0.966 | 395 | 2.94
after CTS | -0.384 | 425 | 2.69
after global routing | -0.489 | 437 | 2.73
-- repair_timing --
| action | in CTS | in global routing |
|---|---|---|
| pin swaps | 39 | 32 |
| endpoints found under the setup margin | 14 | 13 |
| setup buffers | 30 | 14 |
| gates resized | 115 | 39 |
-- final cells by class --
cell class | count | area share (%)
timing repair buffer | 149 | 37.5
inverter | 12 | 1.44
multi-input combinational | 206 | 58.2
tap | 70 | 2.81
Power figures rest on the tool's default switching activity, not on a simulated workload.
