**flow/design.v**
```verilog
module clk_divider #(
    parameter FREQ = 50_000_000
)(
    input clk,
    input rst,
    output reg clk_div
);
    reg [31:0] count;
    always @(posedge clk or posedge rst) begin
        if (rst) begin
            count <= 0;
            clk_div <= 0;
        end else if (count >= (FREQ/2 - 1)) begin
            count <= 0;
            clk_div <= ~clk_div;
        end else begin
            count <= count + 1;
        end
    end
endmodule
```
**flow/run.sh**
```bash
#!/bin/bash
# OpenROAD 26Q1-2900-gdf79404cd8, Yosys 0.63+post, stock flow scripts
make -C /OpenROAD-flow-scripts/flow DESIGN_CONFIG=/design/flow/config.mk WORK_HOME=/design/flow/orfs finish
```
**flow/config.mk**
```make
export PLATFORM = sky130hd
export DESIGN_NAME = clk_divider
export DESIGN_NICKNAME = clk_divider
export VERILOG_FILES = /design/flow/design.v
export SDC_FILE = /design/flow/constraint.sdc
export NUM_CORES = 4
export LEC_CHECK = 1
export CORE_UTILIZATION = 40
```
**flow/constraint.sdc**
```tcl
current_design clk_divider

set clk_period 4.4
set clk_io_pct 0.2

create_clock -name clk0 -period $clk_period [get_ports {clk}]

set non_clock_inputs [all_inputs -no_clocks]
set_input_delay [expr $clk_period * $clk_io_pct] -clock clk0 $non_clock_inputs
set_output_delay [expr $clk_period * $clk_io_pct] -clock clk0 [all_outputs]
```
==> insert_results.sql <==
-- metrics for the results database
INSERT INTO impl_metrics (metric_group, metric, value, unit) VALUES
('floorplan', 'die_height', '66.02', 'microns'),
('floorplan', 'design.die.area', '4358', 'sq um'),
('worst_setup_path', 'critical_path.max_fanout', '14', ''),
('logic_synthesis', 'post_synth_ao_oa_area_fraction', '11.53', '%'),
('logic_synthesis', 'synth.area.top_cells', 'dfrtp_1 (50%), nor3_1 (5.5%), nand3_1 (4.3%), xnor2_1 (3.7%), xor2_1 (3.7%)', ''),
('global_routing', 'grtUsageMet2', '25.13', '%'),
('logic_synthesis', 'synth-seq-area-share', '50.38', '%'),
('outcome', 'status', 'finished clean', ''),
('logic_synthesis', 'synth_area_leader_cell', 'dfrtp_1', ''),
('pwr', 'seq_power_share', '57.2', '%'),
('placement', 'io_buffers', '2', ''),
('pwr', 'p_leak', '0.6519', 'nW'),
('pwr', 'switching_share', '19.39', '%'),
('logic_synthesis', 'yosys-dominant-comb-family', 'simple AND/OR/NAND/NOR gates', ''),
('clocking', 'htree_num_levels', '2', ''),
('global_routing', 'grt_util_met3', '3.497', '%'),
('logic_synthesis', 'parity_gate_share_of_the_synthesized_area_counting_xor_and_xnor_cells', '7.481', '%'),
('pwr', 'netSwitchingPower', '105.6', 'uW'),
('floorplan', 'fp_util', '43.15', '%'),
('clocking', 'cts_hold_buf', '0', ''),
('sta', 'finClkSkew', '0.005583', 'ns'),
('worst_setup_path', 'timing.critical_path.slowest_stage_cell', 'a311oi_2', ''),
('pwr', 'power-per-cell-area', '302.4', 'nW/um^2'),
('worst_setup_path', 'timing.critical_path.arrival', '2.62', 'ns'),
('floorplan', 'die_x', '66.02', 'microns'),
('pwr', 'comb_power_share', '2.6', '%'),
('global_routing', 'grt_pass1_vias', '1159', ''),
('route', 'antennaDiodeCount', '0', ''),
('pwr', 'internal-power', '438.9', 'uW'),
('flow_run', 'cap_violations', '0', ''),
('logic_synthesis', 'postSynthRegisterBits', '33', ''),
('clocking', 'clkTransAtPathRegs', '0.06', 'ns'),
('logic_synthesis', 'mux_area_share', '0', '%'),
('clocking', 'cts_buffer_depth', '2', ''),
('layout', 'areaGrowthSynthToFinish', '9.848', '%'),
('clocking', 'cts-root-buf', 'clkbuf_8', ''),
('sta', 'hold_ws', '0.5231', 'ns'),
('logic_synthesis', 'synth.yosys.num_cells', '163', ''),
('floorplan', 'floorplan.core_area', '3799', 'sq um'),
('clocking', 'cts_tree', 'built', ''),
('sta', 'final_setup_vio_count', '0', ''),
('logic_synthesis', 'netlist_cell_types', '32', ''),
('sta', 'grt_setup_unrepaired', 'no', ''),
('sta', 'fin_crit_sh', '56.57', '%'),
('logic_synthesis', 'dominant_register_cell', 'dfrtp_1', ''),
('worst_setup_path', 'start_kind', 'register', ''),
('global_routing', 'grt_max_degree', '34', ''),
('logic_synthesis', 'synth_top_cell_by_count', 'dfrtp_1', ''),
('route', 'detail_route.drc_violations', '0', ''),
('route', 'wire_per_inst', '13.71', 'microns'),
('clocking', 'number_of_clock_buffers_inserted_by_tritoncts', '5', ''),
('pwr', 'worst_ir_drop_on_vdd', '0.2187', 'mV'),
('placement', 'place.gp.congestion', '0.8070', ''),
('logic_synthesis', 'synth.cellmix.simpleShare', '26.56', '%'),
('route', 'initial_drc_count', '50', ''),
('logic_synthesis', 'yosys_area', '1639', 'sq um'),
('hold_path', 'holdPathStages', '1', ''),
('sta', 'hold_viol', '0', ''),
('clocking', 'cts.sinks', '33', ''),
('global_routing', 'grt_first_pass_wirelength', '5340', 'microns'),
('clocking', 'resized_gates_after_cts', '0', ''),
('hold_path', 'timing.hold.worst.class', 'register to register', ''),
('global_routing', 'globalRouteMet1Util', '25.67', '%'),
('logic_synthesis', 'enable_flop_cells', '0', ''),
('route', 'total_routed_wirelength', '2988', 'microns'),
('worst_setup_path', 'timing.critical_path.cells', 'ha_1, and3_1, nand4_1, a311oi_2, buf_4, a211oi_1', ''),
('route', 'first_pass_detailed_route_iteration_total', '4', ''),
('logic_synthesis', 'synthesis.yosys.warnings', '1', ''),
('sta', 'maxSlewViolCount', '0', ''),
('route', 'post_drt_via_cell_ratio', '5.583', ''),
('worst_setup_path', 'reg2regPathDepth', '6', '');
-- area by class of cell --
class / count / area, sq um
Fill cell: 348 / 1998
Sequential cell: 33 / 825.8
Multi-Input combinational cell: 124 / 785.8
Clock buffer: 7 / 86.33
Tap cell: 48 / 60.06
Timing Repair Buffer: 4 / 35.03
Inverter: 2 / 7.507
-- per-layer routing --
layer  wire (microns)  vias up
met3              113        5
met5                0        -
met4               52        0
li1                 -      621
met2             1338       14
met1             1484      577
-- state kept, by name (all words and copies together) (netlist names) --
register  cells
count        32
clk_div       1
-- power by group through the flow --
stage,Clock [mW],Combinational [mW],Sequential (mW)
after global routing,0.241,0.0169,0.312
after CTS,0.227,0.0151,0.312
final,0.218,0.0143,0.312
-- logic make-up after synthesis --
group / Yosys count
other cells: 1
flops: 33
fa+ha+maj: 1
compound gates: 25
simple gates: 77
buf+inv: 12
xor+xnor: 14
-- stage by stage --
stage / area (sq um) / power (mW) / util, % / setup slack, ns / std cells
6_report: 1800 / 0.5445 / 47.40 / 1.911 / 218
5_1_grt: 1800 / 0.5699 / 47.40 / 1.623 / 218
4_1_cts: 1800 / 0.5539 / 47.40 / 1.892 / 218
3_5_place_dp: 1714 / 0.3323 / 45.13 / 1.909 / 211
3_3_place_gp: 1714 / 0.3316 / 45.13 / 2.037 / 211
2_1_floorplan: 1662 / 0.3242 / - / 2.395 / 169
-- worst max-delay path, delay by kind of cell, from the launching register on --
| kind | cells | cell delay, ns |
|---|---|---|
| AND-OR/OR-AND | 2 | 0.82 |
| AND/OR/NAND/NOR | 2 | 0.54 |
| flip-flops | 1 | 0.40 |
| buffers and inverters | 1 | 0.35 |
| adder cells (fa/ha/maj) | 1 | 0.22 |
-- path summary, 6_finish.rpt --
| kind | startpoint | endpoint |
|---|---|---|
| min in group asynchronous | rst | count[22]$_DFF_PP0_ |
| worst min-delay path | count[0]$_DFF_PP0_ | count[0]$_DFF_PP0_ |
| worst max register to register | count[0]$_DFF_PP0_ | count[21]$_DFF_PP0_ |
| worst max-delay path | count[0]$_DFF_PP0_ | count[21]$_DFF_PP0_ |
| max in group asynchronous | rst | count[4]$_DFF_PP0_ |
| worst min register to register | count[0]$_DFF_PP0_ | count[0]$_DFF_PP0_ |
-- cells in the final DEF, fill, tap and decap left out, drive strengths merged, types with 3 or more instances in the layout --
master / instances
or4: 4
xor2: 7
nor3: 18
or3: 7
nand2: 8
dfrtp: 33
nand3: 14
conb: 7
nor2: 4
xnor2: 7
o21ai: 8
a211oi: 10
clkbuf: 7
o31ai: 3
and3: 5
nand4: 7
nor4: 5
and4: 3
Power is estimated from default activity; no workload was simulated.
