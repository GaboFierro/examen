File: design/flow/run.sh
#!/bin/bash
# OpenROAD 26Q1-2900-gdf79404cd8, Yosys 0.63+post, stock flow scripts
make -C /OpenROAD-flow-scripts/flow DESIGN_CONFIG=/design/flow/config.mk WORK_HOME=/design/flow/orfs finish
File: design/flow/config.mk
export PLATFORM = sky130hd
export DESIGN_NAME = debounce
export DESIGN_NICKNAME = debounce
export VERILOG_FILES = /design/flow/design.v
export SDC_FILE = /design/flow/constraint.sdc
export NUM_CORES = 4
export LEC_CHECK = 1
export CORE_AREA = 10 10 72 72
export DIE_AREA = 0 0 82 82
File: design/flow/constraint.sdc
current_design debounce

set clk_period 3.1
set clk_io_pct 0.2

create_clock -name clk0 -period $clk_period [get_ports {clk}]

set non_clock_inputs [all_inputs -no_clocks]
set_input_delay [expr $clk_period * $clk_io_pct] -clock clk0 $non_clock_inputs
set_output_delay [expr $clk_period * $clk_io_pct] -clock clk0 [all_outputs]
File: design/flow/design.v
module debounce (
    input clk,
    input btn,
    output reg out
);
    reg [15:0] counter;
    reg btn_sync_0, btn_sync_1;
    always @(posedge clk) begin
        btn_sync_0 <= btn;
        btn_sync_1 <= btn_sync_0;
    end
    always @(posedge clk) begin
        if (btn_sync_1)
            counter <= counter + 1;
        else
            counter <= 0;
    end
    always @(posedge clk) begin
        if (counter == 16'hFFFF)
            out <= 1;
        else
            out <= 0;
    end
endmodule
==> CHANGELOG.md <==
## Flow update

* Max-slew violation count at 0
* CP max stage cell: clkdlybuf4s50_1
* CTS tree: built
* Util after Layout at 0.252
* Critical Path Fanout Max at 1
* Core area at between 3000 and 4000 sq um
* Setup-failing EPs final at 0
* Critical Path AT at ~1.0 ns
* Clock transition at path regs at approximately 0.06 ns
* Peak supply drop at about 0.18 mV
* Max-cap check violation count at 0
* Post-synthesis instance total at ~81
* Post-CTS Resized at 0
* DRC Markers at 0
* Vias in the first global route at approximately 490
* Ys Warns at 1
* Top cells by area: dfxtp_1 (47%), and2_1 (9.3%), xor2_1 (8.7%)
* Period utilization at 0.524
* Clock Skew at a little over 0.002 ns
* # rows at 22
* Gpl congestion at approximately 0.86
* Buf/Inv on CP at 1
* I/O Pins at 3
* First-pass GRT wire length at ~2100 microns
* Insertion Delay late pin at ~0.25 ns
* Floorplan utilization at 0.219
* Max-area cell share at 0.471
* Hold_buf cts at 0
* Fin crit period at between 1.5 and 2 ns
* Root Buffer: clkbuf_8
* Placed Cells at 130
* Layout cell share with drive strength beyond 1 at 0.116
* OpenROAD warning count at 25
* TritonRoute pass-1 iters at 4
* Critical path type: reg -> out
* DIE HEIGHT at between 80 and 90 microns
* Routed length per placed instance at roughly 9 microns
* Vias/cell at between 4 and 5
* Antenna viol nets, final at 0
* Grt total ovfl at 0
* Top_reg_cell synth: dfxtp_1
* Crit path largest cell delay at 0.45 ns
* Largest net degree at the start of global routing at 18
* Synth-to-layout area growth at 15.0%
* Setup TNS at 0 ns
* RSZ-0062 raised after global routing: no
* Synth top cell by count: dfxtp_1
* PD cells at 459 nW/um^2
* Via count at about 550
* IO buf count at 2
* Worst slew pin tran at 0.440 ns
* Largest delay share family, worst path: buffers and inverters
* Pwr Total at 426 uW
* Htree depth at 1
* Seq cells post-synth at 19
* Pleak at around 0.00036 uW
* Slew margin rel. at 0.706
* Die Wd at ~82 microns
* Final hold violation count at 0
* Starting DRT DRC Count at 25
* Max Clk Rate at 0.615 GHz
* EDFF count, synth at 0
* Yosys top cell by area: dfxtp_1
* FILL cells at ~400
* Status: finished, final reports clean
* Critical Path Sink Type: output port
* Worst min path class: reg -> reg
* Synth cell types at 23
* Yosys cell count at just over 80
* Diode count at 0
* Routed wire length at 1220 microns
* Chip area at between 6000 and 7000 sq um
* TritonCTS Sinks at 19
* Average cell area after synthesis at around 10 sq um
* Post-synthesis instance area at roughly 800 sq um
* Post-CTS Setup Bufs at 0
* Inserted Clock Buffers at 3
* Startpoint Class: flop
* YS chip area at 808 sq um
* Top cells by count: dfxtp_1 (19), and2_1 (12), xor2_1 (8)
* Asr flop ratio synth at 0
* Sequential fraction of the synthesis area at 0.471
* DP HPWL at just over 800 microns
* Initial antenna violation count at 0
* Layout Cells excl Fill at approximately 130
* Worst-case clock buffer depth at 2
* Crit-path cells: clkdlybuf4s50_1
* CP required at 2.48 ns
* Total GRT Usage at 0.0378
layer usage:
metal / GRT usage / part of all wire / wire [microns]
met2: 0.0486 / 0.38 / 468
met4: 0.00170 / 0 / 0
met5: 0 / 0 / 0
met1: 0.0598 / 0.55 / 676
met3: 0.0154 / 0.065 / 79
layout make-up:
cell class	count	area [sq um]	share of cell area
Tap cell	48	60.1	0.0646
Sequential cell	19	380	0.409
Clock buffer	4	45.0	0.0485
Inverter	3	11.3	0.0121
Multi-Input combinational cell	58	413	0.444
Timing Repair Buffer	2	20.0	0.0215
state kept, by name (all words and copies together), names as in the netlist:
| register | flops |
|---|---|
| btn_sync_0 | 1 |
| btn_sync_1 | 1 |
| out | 1 |
| counter | 16 |
through the flow:
step | hold WS [ns] | cell area [sq um] | setup WS, ns
6_report | 0.329 | 930 | 1.48
5_1_grt | 0.341 | 930 | 1.43
4_1_cts | 0.334 | 930 | 1.46
3_5_place_dp | 0.315 | 885 | 1.61
3_3_place_gp | 0.315 | 885 | 1.64
2_1_floorplan | 0.310 | 808 | 1.71
final timing paths:
kind | depth (start not counted) | end | from | slack (ns)
max | 1 | out | out$_DFF_P_ | 1.48
min | 0 | btn_sync_1$_DFF_P_ | btn_sync_0$_DFF_P_ | 0.33
max reg2reg | 5 | counter[14]$_SDFF_PN0_ | counter[0]$_SDFF_PN0_ | 1.59
min reg2reg | 0 | btn_sync_1$_DFF_P_ | btn_sync_0$_DFF_P_ | 0.33
cells in the final DEF (no fill, tap or decap), types with 3 or more instances in the layout:
| cell type | Yosys | final |
|---|---|---|
| and2_1 | 12 | 12 |
| clkbuf_8 | 0 | 3 |
| dfxtp_1 | 19 | 19 |
| inv_1 | 3 | 3 |
| nand2_1 | 5 | 5 |
| nand3_1 | 4 | 4 |
| nand4_1 | 3 | 3 |
| nor3_1 | 3 | 3 |
| nor4_2 | 3 | 3 |
| xnor2_1 | 3 | 3 |
| xor2_1 | 8 | 8 |
power breakdown:
group	leakage, uW	internal (uW)	total [uW]	switching (uW)
logic	0.000182	4.92	7.97	3.05
clock network	0.0000228	91.0	163	71.9
registers	0.000154	249	255	6.62
total	0.000359	345	426	81.6
cells by family after synthesis:
logic type | after synthesis | synth area share
AOI/OAI and AO/OA | 4 | 0.0310
xor gates and xnor gates | 11 | 0.119
adders and majority gates | 1 | 0.0155
buffers and inverters | 4 | 0.0186
DFF | 19 | 0.471
muxes | 1 | 0.0124
and+or+nand+nor | 41 | 0.333
Power figures rest on the tool's default switching activity, not on a simulated workload.
